### flow/config.mk
export PLATFORM = sky130hd
export DESIGN_NAME = dataPath
export DESIGN_NICKNAME = dataPath
export VERILOG_FILES = /design/flow/design.v
export SDC_FILE = /design/flow/constraint.sdc
export NUM_CORES = 4
export LEC_CHECK = 1
export CORE_UTILIZATION = 30
### flow/constraint.sdc
current_design dataPath

set clk_period 3.6
set clk_io_pct 0.2

create_clock -name clk0 -period $clk_period [get_ports {clock}]

set non_clock_inputs [all_inputs -no_clocks]
set_input_delay [expr $clk_period * $clk_io_pct] -clock clk0 $non_clock_inputs
set_output_delay [expr $clk_period * $clk_io_pct] -clock clk0 [all_outputs]
### flow/design.v
module controlPath(
						 input clock,
						 input resetn,
						 input play,
						 input audio_out_allowed,
						 input stop,
						 output reg write_audio_out,
						 output reg increment,
						 output reg ld_address,
						 output reg clear_buffer
						 );
	reg [1:0] current_state, next_state;
	localparam 
	S_IDLE = 2'd0,
	S_INCREMENT = 2'd1,
	S_WAIT = 2'd3;
	always @ (posedge clock)begin
		if (!resetn) current_state <= S_IDLE;
		else current_state <= next_state;
	end
	always @(*) begin
		next_state = current_state;
		write_audio_out = 1'b0;
		increment = 1'b0;
		ld_address = 1'b0;
		clear_buffer = 1'b0;
		case(current_state)
			S_IDLE: begin
				clear_buffer = 1'b1;
				if(play) begin
					ld_address = 1'b1;
					increment = 1'b0;
					next_state = S_INCREMENT;
				end
			end
			S_INCREMENT: begin
				ld_address = 1'b0;
				if(!play) next_state = S_IDLE;
				else if(stop) next_state = S_WAIT;
				else begin
					if(audio_out_allowed) begin
						increment = 1'b1;
						ld_address = 1'b1;
						write_audio_out = 1'b1;
					end
					else begin
						increment = 1'b1;
						ld_address = 1'b0;
						write_audio_out = 1'b0;
					end
				end
			end
			S_WAIT:begin
			if(!play) next_state = S_IDLE;
			end
		endcase
	end
endmodule
module controlPathHoldSound(
						 						 input clock,
						 input resetn,
						 input play,
						 input audio_out_allowed,
						 input stop,
						 output reg write_audio_out,
						 output reg increment,
						 output reg ld_address,
						 output reg clear_buffer
						 );
	reg [1:0] current_state, next_state;
	localparam 
	S_IDLE = 2'd0,
	S_INCREMENT = 2'd1,
	S_HOLD = 2'd3;
	always @ (posedge clock)begin
		if (!resetn) current_state <= S_IDLE;
		else current_state <= next_state;
	end
	always @(*) begin
		next_state = current_state;
		write_audio_out = 1'b0;
		increment = 1'b0;
		ld_address = 1'b0;
		clear_buffer = 1'b0;
		case(current_state)
			S_IDLE: begin
				clear_buffer = 1'b1;
				if(play) begin
					ld_address = 1'b1;
					increment = 1'b0;
					next_state = S_INCREMENT;
				end
			end
			S_INCREMENT: begin
				ld_address = 1'b0;
				if(!play) next_state = S_IDLE;
				else if(stop) next_state = S_HOLD;
				else begin
					if(audio_out_allowed) begin
						increment = 1'b1;
						ld_address = 1'b1;
						write_audio_out = 1'b1;
					end
					else begin
						increment = 1'b1;
						ld_address = 1'b0;
						write_audio_out = 1'b0;
					end
				end
			end
			S_HOLD:begin
				if(play) begin
					ld_address = 1'b1;
					increment = 1'b0;
					next_state = S_INCREMENT;
				end
				else if (!play) next_state = S_IDLE;
			end
		endcase
	end
endmodule 
module dataPath(
					input clock,
					input resetn,
					input [9:0] audio_in,
					input [19:0] address_max,
					input ld_address,
					input increment,
					output stop,
					output reg [9:0] audio_out,  
					output reg [19:0] address,
					output reg up
	);
	reg [9:0] prev_audio;
	always @ (posedge clock) begin
		if(!resetn)
			prev_audio <= 10'b0;
		else
		prev_audio <= audio_out;
	end
	assign stop = (address == address_max);
	always @ (posedge clock) begin
		if(ld_address) begin
			if(!increment) address <= 20'd0;
			else address <= address + 20'd1;
		end
	end
	always @(*) begin
		if(ld_address) audio_out = audio_in;
		else audio_out = 10'b0;
	end
	always @(*) begin
		if(ld_address && prev_audio < audio_out) up = 1'b1;
		else up = 1'b0;
	end
endmodule
### flow/run.sh
#!/bin/bash
# OpenROAD 26Q1-2900-gdf79404cd8, Yosys 0.63+post, stock flow scripts
make -C /OpenROAD-flow-scripts/flow DESIGN_CONFIG=/design/flow/config.mk WORK_HOME=/design/flow/orfs finish
==> results.toml <==
# implementation run metrics
[cells_and_area]
area_growth_pct = 48.8
layout_top_cell = "clkdlybuf4s50_1"
drive_above_1_share_pct = 8.92
seq_area_um2 = 801
fill_cells = 581
comb_area_um2 = 978
final_cell_mix = "clkdlybuf4s50_1, xnor2_1, nor2_1, edfxtp_1, nand2_1"
stdcell_area_um2 = 2760

[placement]
gp_congestion = 0.863
port_buffers = 65
place_area_um2 = 2680
dp_hpwl_um = 3210

[synthesis]
postSynth.asyncResetShare_pct = 0
netlist_area_um2 = 1850
synth_area_per_cell_um2 = 9.86
synth_cells = 188
edf_count = 20
ys_seq_share_pct = 43.2
ys_cells = 188
flop_cell = "edfxtp_1"
yosysWarnings = 1
ys_area_um2 = 1850
ys.flops = 30
synth_cell_types = 31

[clock_network]
numCtsBuffers = 5
cts.reportedPaths.clkPinSlew_ns = 0.06
postCtsHoldBufs = 0
cts.sinks = 30
htreeDepth = 2
cts_tree = "built"
clockBufferDepth = 2
cts_resized = 2
clock_latency_ns = 0.28
postCtsSetupRepairBufs = 0
root_buffer = "clkbuf_8"

[setup_path]
max_stage_delay_ns = 0.48
crit_chain = "clkdlybuf4s50_1, nand2_1, ha_1, a211o_1, o211ai_1, a31oi_1, nor4b_1, dlygate4sd2_1"
cp-start-kind = "input port"
critical_path_buf_inv_count = 2
arrival_ns = 2.61
path_delay_family = "buffers and inverters"
r2r_slack_ns = 1.71
cp_slowest_cell = "clkdlybuf4s50_1"
worstPathRequired_ns = 2.88
critPathKind = "in2out"
path_max_fanout = 2
worstSetupEndpointType = "primary output"

[floorplanning]
die-height_um = 80.6
fp_util_pct = 31.1
num_io_pins = 66
core_area_um2 = 5960
core.rowCount = 28
die_w_um = 80.6
dieArea_um2 = 6490

[final_timing]
setup_tns_ns = 0
period_used_pct = 92.5
skew_ns = 0.00624
setup_violations = 0
hold_ws_ns = 0.714
hold_viol = 0
max_freq_mhz = 300
worst_pin_slew_ns = 0.517
slew_viol_final = 0
rsz0062_at_grt = "no"
max-slew-margin-rel_pct = 65.5
min_period_ns = 3.33

[detailed_routing]
vias = 1569
drc_errors = 0
vias_per_cell = 4.55
dr.pass1.iters = 4
postRouteAntennaNets = 0
wl_per_cell_um = 12.3
totalWireLength_um = 4240
dr.first_iter.drc_count = 72

[global_routing]
grt_pass1_vias = 1484
antenna_found_initial = 1
gr-usage-all-layers_pct = 14.3
grt_overflow_total = 0
grt_start_max_net_pins = 20
grt_pass1_wl_um = 6900

[pwr]
pwr-share-comb_pct = 19.7
p_int_mw = 0.636
p_leak_nw = 1.13
ir_drop_v = 0.000178
powerDensity_nw_per_um2 = 303
totalPowerFinal_mw = 0.837
power.share.sequential_pct = 49.9
p_switching_mw = 0.200
pwr-share-clk_pct = 30.3
p_sw_share_pct = 23.9

[job]
tool_warnings = 25
cap_violations = 0

[outcome]
outcome = "complete, no violations"

[hold_path]
holdCritPathClass = "reg2reg"
[per-stage QoR]
step | cells | utilization (%) | setup WS [ns]
after floorplan | 188 | - | 0.911
after global placement | 336 | 45.0 | -0.0901
after detailed placement | 336 | 45.0 | -0.0640
after CTS | 344 | 46.3 | 0.241
after global routing | 344 | 46.3 | 0.140
final | 345 | 46.3 | 0.270
[worst paths after layout]
kind	cells past startpoint	end	start
worst max-delay path	8	up	audio_in[3]
worst min-delay path	1	address[0]$_SDFFCE_PN0P_	address[0]$_SDFFCE_PN0P_
worst max register to register	5	address[14]$_SDFFCE_PN0P_	address[0]$_SDFFCE_PN0P_
worst min register to register	1	address[0]$_SDFFCE_PN0P_	address[0]$_SDFFCE_PN0P_
[metal layers]
| layer | share of wire [%] | wire (um) | up-vias | global-route usage (%) |
|---|---|---|---|---|
| li1 | - | - | 816 | - |
| met2 | 42 | 1770 | 61 | 22.3 |
| met1 | 47 | 2000 | 686 | 20.6 |
| met3 | 10 | 425 | 6 | 4.61 |
| met5 | 0 | 0 | - | 0 |
| met4 | 1.2 | 49 | 0 | 1.43 |
[worst register-to-register path: cells and delay by family (launching register included)]
kind	cells	cell delay (ns)
flip-flops	1	0.47
AND/OR/NAND/NOR	3	0.77
adder cells (fa/ha/maj)	1	0.23
XOR/XNOR	1	0.17
[logic make-up after synthesis]
logic type | count (synthesis) | synth area share [%]
simple gates | 83 | 25.3
mux | 3 | 1.62
xor+xnor | 33 | 15.6
flops | 30 | 43.2
fa+ha+maj | 10 | 6.75
compound gates | 10 | 3.51
buf+inv | 19 | 3.98
[state kept, by name (all words and copies together), names as in the netlist]
name	cells
prev_audio	10
address	20
[power by group through the flow]
| stage | clock network (mW) | registers, mW | logic, mW |
|---|---|---|---|
| final | 0.254 | 0.418 | 0.165 |
| after global routing | 0.281 | 0.422 | 0.185 |
| after CTS | 0.266 | 0.418 | 0.168 |
[final cells by class]
| class | instances | share of cell area, % |
|---|---|---|
| antenna | 1 | 0.0907 |
| clock buffer | 8 | 2.90 |
| inverter | 13 | 1.77 |
| multi-input combinational | 139 | 35.5 |
| sequential | 30 | 29.0 |
| tap | 75 | 3.40 |
| timing repair buffer | 79 | 27.3 |
[cell usage after synthesis (all sizes together) (5+ instances only)]
| cell type | count | area, um^2 |
|---|---|---|
| edfxtp | 20 | 601 |
| dfxtp | 10 | 200 |
| clkbuf | 6 | 25.0 |
| nor2 | 20 | 75.1 |
| inv | 13 | 48.8 |
| nand2 | 15 | 56.3 |
| ha | 10 | 125 |
| and3 | 11 | 68.8 |
| xor2 | 13 | 114 |
| xnor2 | 20 | 175 |
| nand4 | 7 | 80.1 |
| nor4 | 7 | 58.8 |
| nor3 | 5 | 25.0 |
| nand3 | 9 | 45.0 |
Power and IR drop assume default switching activity.
