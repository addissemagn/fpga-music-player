## design.v

```verilog
module keyboard_top(input clock,
						  input resetn,
						  input received_data_en,
						  input [7:0] last_data_received,
						  input [7:0] make,
						  output [2:0] play);
	wire [2:0]kit_select;
	wire play0, play1, play2;
	kitSelecter select(.clock(clock), .resetn(resetn), .last_data_received(last_data_received), .kit_select(kit_select));
	keyboard_control sound0(.clock(clock), .resetn(resetn), .received_data_en(received_data_en), .last_data_received(last_data_received),
									.make(make), .play(play0));
	keyboard_control sound1(.clock(clock), .resetn(resetn), .received_data_en(received_data_en), .last_data_received(last_data_received),
									.make(make), .play(play1));
	keyboard_control sound2(.clock(clock), .resetn(resetn), .received_data_en(received_data_en), .last_data_received(last_data_received),
									.make(make), .play(play2));
	assign play = kit_select & {play2, play1, play0};
endmodule
module kitSelecter(input clock,
						 input resetn,
						 input [7:0] last_data_received,
						 output reg [2:0] kit_select
						 );
	reg [1:0] current_state, next_state;
	localparam
	S_KIT_0 = 2'd0,
	S_KIT_1 = 2'd1,
	S_KIT_2 = 2'd2;
	always @ (posedge clock)begin
		if (!resetn) current_state <= S_KIT_0;
		else current_state <= next_state;
	end
	always@(*) begin
		next_state = current_state;
		kit_select = 3'b0;
		case(current_state)
			S_KIT_0: begin
				if(last_data_received == 7'h1E) begin
					kit_select = 3'b010;
					next_state = S_KIT_1;
				end
				else
					kit_select = 3'b001;
			end
			S_KIT_1: begin
				if(last_data_received == 7'h16) begin
					kit_select = 3'b001;
					next_state = S_KIT_0;
				end
				else
					kit_select = 3'b010;
			end
		endcase
	end
endmodule
module keyboard_control(input clock,
					  input resetn,
					  input received_data_en,
					  input [7:0] last_data_received,
					  input [7:0] make,
					  output reg play
					  );
	reg [1:0] current_state, next_state;
	localparam 
	S_IDLE = 2'd0,
	S_PLAY = 2'd1,
	S_BREAK_CHECK = 2'd2;
	always @ (posedge clock)begin
		if (!resetn) current_state <= S_IDLE;
		else current_state <= next_state;
	end
	always @(posedge received_data_en) begin
		next_state = current_state;
		case(current_state)
			S_IDLE: begin
				if(last_data_received == make) begin
					next_state = S_PLAY;
					play = 1'b1;
				end
			end
			S_PLAY: begin
				if(last_data_received == 8'hF0)
					next_state = S_BREAK_CHECK;
			end
			S_BREAK_CHECK: begin
				play = 1'b1;
				if(last_data_received == 8'hF0)
					next_state = current_state;
				else if(last_data_received == make) begin
					next_state = S_IDLE;
					play = 1'b0;
				end
				else
					next_state = S_PLAY;
			end
		endcase
	end
endmodule
```

## config.mk

```make
export PLATFORM = sky130hd
export DESIGN_NAME = keyboard_top
export DESIGN_NICKNAME = keyboard_top
export VERILOG_FILES = /design/flow/design.v
export SDC_FILE = /design/flow/constraint.sdc
export NUM_CORES = 4
export LEC_CHECK = 1
export CORE_AREA = 10 10 75 75
export DIE_AREA = 0 0 85 85
```

## constraint.sdc

```tcl
current_design keyboard_top

set clk_period 2.9
set clk_io_pct 0.2

create_clock -name clk0 -period $clk_period [get_ports {clock}]
create_clock -name clk1 -period $clk_period [get_ports {received_data_en}]

set non_clock_inputs [all_inputs -no_clocks]
set_input_delay [expr $clk_period * $clk_io_pct] -clock clk0 $non_clock_inputs
set_output_delay [expr $clk_period * $clk_io_pct] -clock clk0 [all_outputs]
```

## run.sh

```bash
#!/bin/bash
# OpenROAD 26Q1-2900-gdf79404cd8, Yosys 0.63+post, stock flow scripts
make -C /OpenROAD-flow-scripts/flow DESIGN_CONFIG=/design/flow/config.mk WORK_HOME=/design/flow/orfs finish
```

==> results.sh <==
# implementation run metrics
export IMPL_status="complete, no violations"
export IMPL_hold_viol=0
export IMPL_finClkSkew_ps=0.00988
export IMPL_yosysWarnings=2
export IMPL_switchingPower_uw=96.6
export IMPL_seq_power_share=0.355
export IMPL_track_usage=0.0482
export IMPL_fp_coreArea_mm2=0.00406
export IMPL_routed_via_count=591
export IMPL_start_kind="input pin"
export IMPL_cts_sinks=12
export IMPL_fin_area_mm2=0.00105
export IMPL_crit_type="input pin to output pin"
export IMPL_io_pins=22
export IMPL_ys_sh_aoi=0.104
export IMPL_pwr_share_clk=0.516
export IMPL_p_int_uw=386
export IMPL_top_cells_by_area="dfxtp_1 31%, xor2_1 11%, edfxtp_1 9.3%"
export IMPL_die_area_mm2=0.00723
export IMPL_drc=0
export IMPL_grt_max_degree=7
export IMPL_crit_required_ps=2320
export IMPL_dp_cells=141
export IMPL_finalSetupTns_ps=0
export IMPL_leakage_uw=0.000399
export IMPL_synth_cells=65
export IMPL_n_fill_cell=410
export IMPL_yosysTopAreaCell="dfxtp_1"
export IMPL_mux_area_frac=0
export IMPL_area_growth_pct=62.2
export IMPL_instances_no_fill=147
export IMPL_antenna_found_initial=0
export IMPL_clk_pin_slew_ps=40
export IMPL_fp_dieW_um=85
export IMPL_ys_sh_xor=0.108
export IMPL_place_ws_ps=53.6
export IMPL_postCtsSetupRepairBufs=0
export IMPL_antenna_cells_inserted=0
export IMPL_dp_hpwl_um=1280
export IMPL_ys_seq_share=0.402
export IMPL_hold_path_class="flop to flop"
export IMPL_drive_gt1_frac=0.268
export IMPL_die_y_um=85
export IMPL_tritoncts="yes"
export IMPL_io_buffers=19
export IMPL_rsz0062_at_grt="false"
export IMPL_drt_total_wl_um=1650
export IMPL_topCombFamilyByArea="simple AND/OR/NAND/NOR gates"
export IMPL_ys_sh_adder=0.0309
export IMPL_syn_area_per_cell_um2=9.97
export IMPL_drtAntennaViolNets=0
export IMPL_gp_congestion=0.874
export IMPL_ys_ff=12
export IMPL_row_count=23
export IMPL_yosysUniqueCellTypes=24
export IMPL_placed_area_um2=953
export IMPL_cp_arrival_ps=2210
export IMPL_dr_first_iter_drc_count=42
export IMPL_swShare=0.200
export IMPL_avgRoutedWirePerCell_um=11.2
export IMPL_ir_drop_mv=0.213
export IMPL_grt_pass1_vias=652
export IMPL_fp_util=0.160
export IMPL_gr_total_overflow=0
export IMPL_combPwrFrac=0.129
export IMPL_drv_slew=0
export IMPL_crit_fanout=3
export IMPL_holdWs_ps=428
export IMPL_synth_chip_area_um2=648
export IMPL_drv_cap=0
export IMPL_ys_sh_simple=0.332
export IMPL_yosys_cells=65
export IMPL_drt_first_pass_iters=4
export IMPL_top_area_frac=0.309
export IMPL_netlist_area_um2=648
export IMPL_log_warning_count=26
export IMPL_power_density_mw_per_mm2=460
export IMPL_grt_pass1_wl_um=2870
export IMPL_setup_violations=0
export IMPL_worst_slack_ps=115
export IMPL_avgViaCountPerCell=4.02
export IMPL_end_kind="output pin"
==> cell usage in the layout, fill, tap and decap left out <==
| cell type | n |
|---|---|
| nor3b_2 | 1 |
| nor2_1 | 6 |
| nor4_4 | 2 |
| nand2_1 | 2 |
| and2_1 | 7 |
| o211ai_2 | 2 |
| o21ai_0 | 2 |
| clkbuf_8 | 6 |
| edfxtp_1 | 2 |
| clkdlybuf4s50_1 | 19 |
| conb_1 | 1 |
| and4_2 | 1 |
| nand4_1 | 1 |
| nor2b_1 | 1 |
| and2_4 | 2 |
| and4bb_2 | 1 |
| nand3_1 | 4 |
| nand2b_1 | 1 |
| xor2_1 | 8 |
| nor4b_2 | 1 |
| a21oi_1 | 2 |
| dfxtp_1 | 10 |
| a31oi_1 | 2 |
| a21oi_2 | 2 |
| inv_1 | 1 |
| buf_4 | 8 |
| maj3_1 | 2 |
==> power by group through the flow <==
stage         registers (µW)  clock network [µW]  logic, µW
finish                   171                 249       62.4
global route             171                 268       67.7
CTS                      171                 256       62.0
==> final timing paths <==
check              depth (start not counted)  slack [ps]                      end               startpoint
max in group clk1                          6         790              sound0.play    last_data_received[5]
min                                        1         430  sound0.current_state[1]     sound0.next_state[1]
max reg2reg                                2        1980              sound0.play  sound0.current_state[1]
min in group clk1                          1         550              sound1.play  sound1.current_state[1]
min reg2reg                                1         430  sound0.current_state[1]     sound0.next_state[1]
max                                        6         110                  play[0]    last_data_received[7]
==> stage by stage <==
step | power, µW | utilization
final | 483 | 0.259
after detailed placement | 235 | 0.235
after CTS | 489 | 0.255
after floorplan | 196 | -
after global placement | 235 | 0.235
after global routing | 507 | 0.259
==> worst max-delay path, cell delays in order <==
cell and delay [ps]:
clkdlybuf4s50_1 480, and4bb_2 260, and2_4 150, a21oi_2 150, and2_1 140, clkdlybuf4s50_1 450
==> routing by layer <==
layer,global-route usage,wire [µm],vias to the layer above
li1,-,-,292
met1,0.0546,702,268
met2,0.0749,728,27
met3,0.0308,181,4
met4,0.0105,34,0
met5,0,0,-
==> layout make-up <==
class | instances | area, µm² | share of cell area
Multi-Input combinational cell | 51 | 392 | 0.373
Clock buffer | 6 | 82.6 | 0.0786
Inverter | 1 | 3.75 | 0.00357
Tap cell | 50 | 62.6 | 0.0595
Timing Repair Buffer | 27 | 250 | 0.238
Sequential cell | 12 | 260 | 0.248
==> what timing repair did <==
item / in CTS / in global routing
endpoints found under the setup margin: 0 / 2
hold buffers: 0 / 0
endpoints found under the hold margin: 0 / 0
resized: 0 / 4
==> cell usage after synthesis <==
cell type,number
edfxtp_1,2
and4bb_2,1
nand2_1,2
and4_2,1
xor2_1,8
nor4b_2,1
and2_4,1
o21ai_0,2
nor2_1,6
nand3_1,4
a31oi_1,2
dfxtp_1,10
inv_1,1
nand2b_1,1
conb_1,1
nor4_4,2
a21oi_1,4
and2_1,8
buf_4,1
o211ai_2,2
nor2b_1,1
maj3_1,2
nand4_1,1
nor3b_1,1
==> logic make-up (layout without fill, tap and decap cells) <==
family | after synthesis | count (layout)
compound gates | 10 | 10
xor+xnor | 8 | 8
fa+ha+maj | 2 | 2
buf+inv | 2 | 34
flops | 12 | 12
other cells | 1 | 1
simple gates | 30 | 30
==> state kept, by name, summed over array words and instances, names as in the netlist <==
| register | flops |
|---|---|
| sound1.next_state | 2 |
| sound1.play | 1 |
| select.current_state | 2 |
| sound1.current_state | 2 |
| sound0.next_state | 2 |
| sound0.play | 1 |
| sound0.current_state | 2 |
Power figures rest on the tool's default switching activity, not on a simulated workload.
