## /design/flow/run.sh

```bash
#!/bin/bash
# OpenROAD 26Q1-2900-gdf79404cd8, Yosys 0.63+post, stock flow scripts
make -C /OpenROAD-flow-scripts/flow DESIGN_CONFIG=/design/flow/config.mk WORK_HOME=/design/flow/orfs finish
```

## /design/flow/config.mk

```make
export PLATFORM = sky130hd
export DESIGN_NAME = animation
export DESIGN_NICKNAME = animation
export VERILOG_FILES = /design/flow/design.v
export SDC_FILE = /design/flow/constraint.sdc
export NUM_CORES = 4
export LEC_CHECK = 1
export CORE_AREA = 10 10 112 112
export DIE_AREA = 0 0 122 122
```

## /design/flow/constraint.sdc

```tcl
current_design animation

set clk_period 4.7
set clk_io_pct 0.2

create_clock -name clk0 -period $clk_period [get_ports {Clock}]

set non_clock_inputs [all_inputs -no_clocks]
set_input_delay [expr $clk_period * $clk_io_pct] -clock clk0 $non_clock_inputs
set_output_delay [expr $clk_period * $clk_io_pct] -clock clk0 [all_outputs]
```

## /design/flow/design.v

```verilog
module animation(
					input Clock, 
					input Resetn, 
					input play, 
					input key_pressed, 
					input done,
					output [7:0] X_out, 
					output [6:0] Y_out, 
					output reg dy
	);
	wire delay60;
	wire frame15;
	wire frameFASTER;
	reg stop_incrementing;
	reg y_erase;
	always @(posedge Clock)
	begin
		stop_incrementing <= 1'b0;
		y_erase <= 1'b0;
		if(key_pressed == 1'b0) begin  
																		y_erase <= 1'b1;
																		dy <= 1; 							 
			if(Y_out == 7'd73)									stop_incrementing <= 1'b1;
		end
		else if(Y_out == 7'd73 && play == 1'b0) 			stop_incrementing <= 1'b1;		 
		else if (play == 1'b0) 									dy <= 1; 							 
		else if(Y_out == 7'd21 && play == 1'b1) 			stop_incrementing <= 1'b1;		 
		else if (play == 1'b1 && key_pressed == 1'b1) 	dy <= 0; 							 
	end
	assign X_out = 8'b0;  
	wire frame_to_use;
	assign frame_to_use = (!y_erase | !dy) ? frame15: frameFASTER;  
	ycounter ycounter(
		.Clock(Clock),
		.reset(Resetn),
		.WriteEnable(frame_to_use),
		.play(play),  
		.y_erase(y_erase),
		.stop_incrementing(stop_incrementing),
		.CountUp(dy),
		.Q(Y_out)
	);
	framecounter frame1(  
		.Clock(Clock), 
		.Resetn(Resetn), 
		.Enable(delay60), 
		.Pulse_out(frame15)
	);
	framecountererase frame2(
		.Clock(Clock), 
		.Resetn(Resetn), 
		.Enable(delay60), 
		.Pulse_out(frameFASTER)
	);
	modifiedclock mc(
		.Clock(Clock), 
		.Resetn(Resetn), 
		.Enable_out(delay60)
	);
endmodule
module ycounter(Clock, reset, WriteEnable, play, y_erase, load_y, stop_incrementing, CountUp, Q); 
	input Clock, reset, WriteEnable, CountUp, play, stop_incrementing;
	output reg [6:0] Q = 7'd21;  
	input load_y;  
	input y_erase;  
	always @(posedge Clock)
	begin
			if (reset == 1'b0)
				Q <= 7'd80; 
			else if (WriteEnable == 1'b1)  
			begin
				if(stop_incrementing)
					Q <= Q;
				else if(CountUp == 1'b1)
					Q <= Q + 1;
				else if(CountUp == 1'b0)
					Q <= Q - 1;
			end
	end
endmodule
module modifiedclock(
					input Clock, 
					input Resetn, 
					output reg Enable_out
	);
	reg [19:0] Q;
	always @(posedge Clock)
	begin
		Enable_out <= 0;
		if (Resetn == 1'b0)
			Q <= 20'd30_000;
		else if (Q == 20'b0)
			begin
				Enable_out <= 1;
				Q <= 20'd30_000;  
			end
		else
			Q <= Q - 1;
	end
endmodule
module framecounter(
					input Clock, 
					input Resetn, 
					input Enable, 
					output reg Pulse_out
	);
	reg [3:0] Q;
	always @(posedge Clock)
	begin
		Pulse_out <= 1'b0;
		if (Resetn == 1'b0) 
			Q <= 4'b0;
		if (Enable)
		begin
			if (Q == 4'd4) begin  
				Pulse_out <= 1'b1;
				Q <= 4'b0;
			end
			else
				Q <= Q + 1;
		end
	end
endmodule
module framecountererase(
						input Clock, 
						input Resetn, 
						input Enable, 
						output reg Pulse_out
	);
	reg [3:0] Q;
	always @(posedge Clock)
	begin
		Pulse_out <= 1'b0;
		if (Resetn == 1'b0) 
			Q <= 4'b0;
		if (Enable)
		begin
			if (Q == 4'd1) begin  
				Pulse_out <= 1'b1;
				Q <= 4'b0;
			end
			else
				Q <= Q + 1;
		end
	end
endmodule
```

==> impl_metrics.tcl <==
# metrics dict for downstream scripts
set metrics [dict create \
    fp_util_pct 21.45 \
    reg2reg_from "mc.Q[0]" \
    yosys.area.top_type "dfxtp_1" \
    cts_buffer_depth 2 \
    first_pass_iters 4 \
    drive_gt1_share_pct 6.911 \
    finClkSkew_ns 0.01089 \
    rr_worst_depth 6 \
    rsz0062_at_grt "no" \
    fmax_ghz 0.4291 \
    cp_max_fo 13 \
    async_flop_share_pct 0 \
    track_usage_pct 5.744 \
    grt_overflow 0 \
    cp.arrival_ns 2.54 \
    netSwitchingFraction_pct 24.34 \
    yosysUniqueCellTypes 51 \
    edf_count 8 \
    ys_area_sq_um 2195 \
    ff2ff_setup_slack_ns 2.51 \
    final_util_pct 24.59 \
    insertion_delay_ns 0.30 \
    fill_cells 1061 \
    port_buffers 11 \
    yosys.area.top_type_share_pct 30.10 \
    hold_viol 0 \
    critPathLaunch "Resetn" \
    cts_resized 0 \
    cts_tree "built" \
    antenna_cells 0 \
    netlist_area_sq_um 2195 \
    io_pins 21 \
    end_kind "flop" \
    top_cell "dfxtp_1" \
    ys_ff 41 \
    row_count 37 \
    power.clock.fraction_pct 35.1 \
    die_y_um 122 \
    common_cells "dfxtp_1 (33), nor2_1 (18), a21oi_1 (14)" \
    via_count 1650 \
    worst_slew_pin_slew_ns 0.6773 \
    core_area_sq_um 10230 \
    wl_per_cell_um 10.69 \
    period_minus_slack_ns 2.330 \
    drtIter0Drc 118 \
    cts.clk_slew.worst_paths_ns 0.08 \
    die_w_um 122 \
    hold_ws_ns 0.4657 \
    numCtsBuffers 5 \
    synth_seq_share_pct 41.05 \
    cp-start-kind "input pin" \
    cp-endpoint "ycounter.Q[6]" \
    clock-sinks 41 \
    grt_pass1_vias 1587 \
    drv_cap 0 \
    slew_violations 0 \
    gp_congestion 0.8424 \
    postCtsSetupBuffers 0 \
    power_w 0.0006785 \
    combPwrFrac_pct 8.5 \
    place_area_sq_um 2426 \
    rr_endpoint "mc.Q[16]" \
    areaGrowthSynthToFinish_pct 14.65 \
    ys_warn_count 5 \
    outcome "complete, no violations" \
    antenna_found_initial 0 \
    drc 0 \
    final_cell_area_sq_um 2516 \
    tns_ns 0 \
    required_ns 4.91 \
    sequentialPowerShare_pct 56.4 \
    grt_pass1_wl_mm 7.320 \
    power.static_leakage_nw 0.8636 \
    period_used_pct 49.58 \
    hold_class "reg2reg" \
    avgSynthCellArea_sq_um 9.500 \
    ys_cells 231 \
    routed_wl_mm 4.084 \
    dp_hpwl_mm 2.906 \
    htreeDepth 2 \
    vias_per_cell 4.319 \
    switchingPower_w 0.0001651 \
    finalSetupViolations 0 \
    critPathKind "in2reg" \
    power.internal_w 0.0005134 \
    warning_count 29 \
    syn_inst 231 \
    grt_max_degree 15 \
    root_buffer "clkbuf_8" \
    ant_nets 0 \
    ys_top_cells_by_area "dfxtp_1 (30%), edfxtp_1 (11%), ha_1 (6.3%)" \
    cellPowerDensity_nw_per_um2 269.7 \
    chipArea_sq_um 14880 \
    max_slew_margin_pct 54.85 \
    flop_cell "dfxtp_1" \
    vdd_ir_drop_max_mv 0.1033 \
    cts_hold_buffers 0 \
]
[area by class of cell]
type | count | area [sq um] | area share (%)
Clock buffer | 8 | 90.09 | 3.580
Tap cell | 136 | 170.2 | 6.763
Multi-Input combinational cell | 176 | 1207 | 47.99
Inverter | 10 | 37.54 | 1.492
Sequential cell | 41 | 900.9 | 35.80
Timing Repair Buffer | 11 | 110.1 | 4.376
[how the worst min path moves through the flow]
stage	from	to	slack, ns	cells past startpoint
CTS	mc.Q[0]	mc.Q[0]	0.47	1
global route	mc.Q[0]	mc.Q[0]	0.50	1
finish	mc.Q[0]	mc.Q[0]	0.47	1
[kinds of logic after synthesis]
family                   count (synthesis)  share of synthesized area [%]
AND/OR/NAND/NOR                         93                          25.14
flip-flops                              41                          41.05
buffers and inverters                   21                          5.131
XOR/XNOR                                12                          4.789
multiplexers                             1                         0.4561
other                                    1                         0.1709
adder cells (fa/ha/maj)                 12                          7.184
AND-OR/OR-AND                           50                          16.08
[worst max-delay path: stages]
cell and delay, ns:
clkdlybuf4s50_1 0.66, inv_1 0.35, nor2_1 0.07, a221o_1 0.35, nor4_1 0.16
[layout by cell type, fill, tap and decap left out, types with 2 or more instances in the layout]
master,Yosys,routed
dfxtp_1,33,33
nor2_1,18,18
a21oi_1,14,14
nand2_1,13,13
ha_1,11,11
clkdlybuf4s50_1,0,11
inv_1,10,10
conb_1,1,8
edfxtp_1,8,8
nand2b_1,7,7
xor2_1,7,7
nand3_1,7,7
o31ai_1,7,7
o21ai_0,6,6
clkbuf_8,0,6
nand4_1,5,5
nor3_1,5,5
and3_1,5,5
xnor2_1,5,5
or4_1,5,5
a211oi_1,5,5
nor2b_1,5,5
nor3b_1,3,3
a21o_1,3,3
and2_1,3,3
nor4_1,3,3
o2111ai_1,3,3
or3_4,2,2
nand4b_1,2,2
a21boi_0,2,2
or3_1,2,2
o21a_1,2,2
clkbuf_1,1,2
[registers in the layout (all words and copies together), names as in the netlist, 4 cells and up]
register and count:
frame2.Q 4, frame1.Q 4, ycounter.Q 7, mc.Q 20
[power by group through the flow]
stage	clock network (W)	logic, W	registers (W)
after global routing	0.000262	0.0000670	0.000385
final	0.000238	0.0000579	0.000382
after CTS	0.000246	0.0000586	0.000383
[metrics by stage]
stage                     instances  worst slack (ns)
final                           382             2.370
after global routing            382             2.209
after CTS                       382             2.342
after detailed placement        374             2.041
after global placement          374             2.072
after floorplan                 238             2.845
[layer usage]
| metal | up-vias | routed length (um) | global-route usage, % |
|---|---|---|---|
| met5 | - | 0 | 0 |
| met2 | 27 | 1744 | 8.513 |
| li1 | 857 | - | - |
| met3 | 6 | 183 | 1.549 |
| met1 | 760 | 2105 | 8.479 |
| met4 | 0 | 51 | 0.6706 |
